==> ./design.v <==
`timescale 1ns / 1ps
module ascii_rom_score(
    input clk, 
	input wire [10:0] addr,
	output reg [7:0] data
	);
	(* rom_style = "block" *)	 
	reg [10:0] addr_reg;
	always @(posedge clk)
		addr_reg <= addr;
	always @*
		case(addr_reg)
			11'h000: data = 8'b00000000;	 
			11'h001: data = 8'b00000000;	 
			11'h002: data = 8'b00000000;	 
			11'h003: data = 8'b00000000;	 
			11'h004: data = 8'b00000000;	 
			11'h005: data = 8'b00000000;	 
			11'h006: data = 8'b00000000;	 
			11'h007: data = 8'b00000000;	 
			11'h008: data = 8'b00000000;	 
			11'h009: data = 8'b00000000;	 
			11'h00a: data = 8'b00000000;	 
			11'h00b: data = 8'b00000000;	 
			11'h00c: data = 8'b00000000;	 
			11'h00d: data = 8'b00000000;	 
			11'h00e: data = 8'b00000000;	 
			11'h00f: data = 8'b00000000;	 
			11'h010: data = 8'b00000000;	 
			11'h011: data = 8'b00000000;	 
			11'h012: data = 8'b00000000;	 
			11'h013: data = 8'b00000000;	 
			11'h014: data = 8'b00000000;	 
			11'h015: data = 8'b00000000;	 
			11'h016: data = 8'b00000000;	 
			11'h017: data = 8'b00000000;	 
			11'h018: data = 8'b00000000;	 
			11'h019: data = 8'b00000000;	 
			11'h01a: data = 8'b00000000;	 
			11'h01b: data = 8'b00000000;	 
			11'h01c: data = 8'b00000000;	 
			11'h01d: data = 8'b00000000;	 
			11'h01e: data = 8'b00000000;	 
			11'h01f: data = 8'b00000000;	 
			11'h020: data = 8'b00000000;	 
			11'h021: data = 8'b00000000;	 
			11'h022: data = 8'b00000000;	 
			11'h023: data = 8'b00000000;	 
			11'h024: data = 8'b00000000;	 
			11'h025: data = 8'b00000000;	 
			11'h026: data = 8'b00000000;	 
			11'h027: data = 8'b00000000;	 
			11'h028: data = 8'b00000000;	 
			11'h029: data = 8'b00000000;	 
			11'h02a: data = 8'b00000000;	 
			11'h02b: data = 8'b00000000;	 
			11'h02c: data = 8'b00000000;	 
			11'h02d: data = 8'b00000000;	 
			11'h02e: data = 8'b00000000;	 
			11'h02f: data = 8'b00000000;	 
			11'h030: data = 8'b00000000;	 
			11'h031: data = 8'b00000000;	 
			11'h032: data = 8'b01111100;	 
			11'h033: data = 8'b11111110;	 
			11'h034: data = 8'b11000000;	 
			11'h035: data = 8'b11000000;	 
			11'h036: data = 8'b11111100;	 
			11'h037: data = 8'b01111110;	 
			11'h038: data = 8'b00000110;	 
			11'h039: data = 8'b00000110;	 
			11'h03a: data = 8'b11111110;	 
			11'h03b: data = 8'b01111100;	 
			11'h03c: data = 8'b00000000;	 
			11'h03d: data = 8'b00000000;	 
			11'h03e: data = 8'b00000000;	 
			11'h03f: data = 8'b00000000;	 
			11'h040: data = 8'b00000000;	 
			11'h041: data = 8'b00000000;	 
			11'h042: data = 8'b01111100;	 
			11'h043: data = 8'b11111110;	 
			11'h044: data = 8'b11000000;	 
			11'h045: data = 8'b11000000;	 
			11'h046: data = 8'b11000000;	 
			11'h047: data = 8'b11000000;	 
			11'h048: data = 8'b11000000;	 
			11'h049: data = 8'b11000000;	 
			11'h04a: data = 8'b11111110;	 
			11'h04b: data = 8'b01111100;	 
			11'h04c: data = 8'b00000000;	 
			11'h04d: data = 8'b00000000;	 
			11'h04e: data = 8'b00000000;	 
			11'h04f: data = 8'b00000000;	 
			11'h050: data = 8'b00000000;	 
			11'h051: data = 8'b00000000;	 
			11'h052: data = 8'b01111100;	 
			11'h053: data = 8'b11111110;	 
			11'h054: data = 8'b11000110;	 
			11'h055: data = 8'b11000110;	 
			11'h056: data = 8'b11000110;	 
			11'h057: data = 8'b11000110;	 
			11'h058: data = 8'b11000110;	 
			11'h059: data = 8'b11000110;	 
			11'h05a: data = 8'b11111110;	 
			11'h05b: data = 8'b01111100;	 
			11'h05c: data = 8'b00000000;	 
			11'h05d: data = 8'b00000000;	 
			11'h05e: data = 8'b00000000;	 
			11'h05f: data = 8'b00000000;	 
			11'h060: data = 8'b00000000;	 
			11'h061: data = 8'b00000000;	 
			11'h062: data = 8'b11111100;	 
			11'h063: data = 8'b11111110;	 
			11'h064: data = 8'b11000110;	 
			11'h065: data = 8'b11000110;	 
			11'h066: data = 8'b11111110;	 
			11'h067: data = 8'b11111100;	 
			11'h068: data = 8'b11011000;	 
			11'h069: data = 8'b11001100;	 
			11'h06a: data = 8'b11000110;	 
			11'h06b: data = 8'b11000110;	 
			11'h06c: data = 8'b00000000;	 
			11'h06d: data = 8'b00000000;	 
			11'h06e: data = 8'b00000000;	 
			11'h06f: data = 8'b00000000;	 
			11'h070: data = 8'b00000000;	 
			11'h071: data = 8'b00000000;	 
			11'h072: data = 8'b11111110;	 
			11'h073: data = 8'b11111110;	 
			11'h074: data = 8'b11000000;	 
			11'h075: data = 8'b11000000;	 
			11'h076: data = 8'b11111100;	 
			11'h077: data = 8'b11111100;	 
			11'h078: data = 8'b11000000;	 
			11'h079: data = 8'b11000000;	 
			11'h07a: data = 8'b11111110;	 
			11'h07b: data = 8'b11111110;	 
			11'h07c: data = 8'b00000000;	 
			11'h07d: data = 8'b00000000;	 
			11'h07e: data = 8'b00000000;	 
			11'h07f: data = 8'b00000000;	 
			11'h080: data = 8'b00000000;	 
			11'h081: data = 8'b00000000;	 
			11'h082: data = 8'b00000000;	 
			11'h083: data = 8'b00000000;	 
			11'h084: data = 8'b00000000;	 
			11'h085: data = 8'b00000000;	 
			11'h086: data = 8'b00000000;	 
			11'h087: data = 8'b00000000;	 
			11'h088: data = 8'b00000000;	 
			11'h089: data = 8'b00000000;	 
			11'h08a: data = 8'b00000000;	 
			11'h08b: data = 8'b00000000;	 
			11'h08c: data = 8'b00000000;	 
			11'h08d: data = 8'b00000000;	 
			11'h08e: data = 8'b00000000;	 
			11'h08f: data = 8'b00000000;	 
		endcase
endmodule
`timescale 1ns / 1ps
module score_text(
 input clk,
 input video_on,
 input [9:0] x, y,
 output reg [11:0] rgb
 );
    wire [10:0] rom_addr;            
    wire [6:0] ascii_char;           
    wire [3:0] char_row;             
    wire [2:0] bit_addr;             
    wire [7:0] rom_data;             
    wire ascii_bit, ascii_bit_on;      
    ascii_rom_score rom(.clk(clk), .addr(rom_addr), .data(rom_data));
    assign rom_addr = {ascii_char, char_row};    
    assign ascii_bit = rom_data[~bit_addr];      
    assign ascii_char = {y[5:4], x[7:3]};    
    assign char_row = y[3:0];                
    assign bit_addr = x[2:0];                
    assign ascii_bit_on = ((x >= 20 && x < 100)  && (y >= 64 && y < 81)) ? ascii_bit : 1'b0;
    always @*
        if(~video_on)
            rgb = 12'h000;       
        else
            if(ascii_bit_on)
                rgb = 12'hFFF;   
            else
                 rgb = 12'h13a;   
endmodule
==> ./run.sh <==
#!/bin/bash
# OpenROAD 26Q1-2900-gdf79404cd8, Yosys 0.63+post, stock flow scripts
make -C /OpenROAD-flow-scripts/flow DESIGN_CONFIG=/design/flow/config.mk WORK_HOME=/design/flow/orfs finish
==> ./config.mk <==
export PLATFORM = sky130hd
export DESIGN_NAME = score_text
export DESIGN_NICKNAME = score_text
export VERILOG_FILES = /design/flow/design.v
export SDC_FILE = /design/flow/constraint.sdc
export NUM_CORES = 4
export LEC_CHECK = 1
export CORE_AREA = 10 10 96 96
export DIE_AREA = 0 0 106 106
==> ./constraint.sdc <==
current_design score_text

set clk_period 2.2
set clk_io_pct 0.2

create_clock -name clk0 -period $clk_period [get_ports {clk}]

set non_clock_inputs [all_inputs -no_clocks]
set_input_delay [expr $clk_period * $clk_io_pct] -clock clk0 $non_clock_inputs
set_output_delay [expr $clk_period * $clk_io_pct] -clock clk0 [all_outputs]
==> impl_metrics.yaml <==
# physical design summary
floorplan:
  initial_core_util_pct: 12.7
  fp.dieW_microns: 106
  core_sq_um: 7210
  die-height_microns: 106
  num_rows: 31
  ioPinCount: 34
  chipArea_sq_um: 11200
place:
  post-place-cells: 222
  placement.cell_area_sq_um: 1310
  buffer_ports.inserted: 33
  globalplace.congestion: 0.774
  detailedPlacementHpwl_microns: 1830
worst_hold_path:
  worst_hold_path_type: "in -> reg"
  hold_path_depth: 1
  hold_path_end: "rom.addr_reg[2]"
  timing.hold.worst.start: "y[2]"
detailed_routing:
  drc: 0
  route.antenna.remaining_nets: 0
  vias: 828
  drt_first_iter_violations: 29
  antennaDiodeCount: 0
  routed_wl_microns: 2200
  via_per_inst: 3.62
  dr.pass1.iters: 5
  detail_route.wl_per_cell_microns: 9.60
timing:
  finalHoldViolCount: 0
  setup_total_negative_slack_ns: -2.28
  setup_viol: 7
  grt_setup_unrepaired: "true"
  clock.fmax_ghz: 0.387
  maxSlewViolCount: 0
  hold_worst_slack_ns: 0.305
  max-slew-margin-rel_pct: 67.5
  unconstrained_endpoints: 7
  finalWorstSetupSlack_ns: -0.383
  unclocked_pins: 7
  period_minus_slack_ns: 2.58
  fin_crit_sh_pct: 117
  worst_slew_pin_slew_ns: 0.482
power:
  report.power.total_uw: 526
  design_internal_power_uw: 406
  p_leak_nw: 0.491
  clock_power_share_pct: 35.9
  max-vdd-ir-drop_mv: 0.330
  power.share.switching_pct: 22.7
  powerDensity_nw_per_um2: 392
  seq_power_share_pct: 44.5
  total_switching_power_uw: 120
  comb_power_share_pct: 19.5
clock_tree:
  tritoncts.num_buffers: 3
  clock_pin_slew_on_the_worst_setup_and_hold_paths_ns: 0.04
  post_cts_hold_buffer_count: 0
  cts_tree: "built"
  clk_root_buffer_cell: "clkbuf_8"
  clock_tree.htree_level_count: 1
  cts.path.max_buffers: 2
synth:
  netlist_instances: 102
  async_reset_ff_share_pct: 0
  compound_area_share_pct: 21.2
  yosys_synthesis_warning_count: 2
  synthXorXnorAreaFrac_pct: 1.92
  ys_top_logic_family: "simple AND/OR/NAND/NOR gates"
  synth.yosys.num_cells: 102
  post_synth_instance_area_sq_um: 915
  fa_ha_maj_area_share_pct: 0
  post_synth_num_cell_types: 38
  ys_sh_mux_pct: 3.56
  synthesis_area_per_yosys_sq_um: 915
  enable_flop_cells: 0
  dominantRegCellSynth: "dfxtp_1"
  postSynthAreaPerCell_sq_um: 8.97
  synth.cellmix.simpleShare_pct: 24.8
  post_synthesis_sequential_element_count: 18
job:
  stage_log_warnings: 28
  max_cap_viol_count: 0
global_route:
  global_route.peak_usage_layer: "met2"
  met3_usage_pct: 2.08
  global_route.usage.total_pct: 3.87
  grtUsageMet1_pct: 4.50
  global_route.usage.met2_pct: 6.36
  grt_first_pass_wirelength_microns: 3750
  grt_max_degree: 14
  total_gr_overflow: 0
  vias_in_the_first_global_route: 857
  grt_antenna_before_repair: 0
worst_setup_path:
  startpoint_type: "input port"
  classification_of_the_worst_setup_path: "in -> out"
  worst_ep_required_time_ns: 1.76
  critPathCaptureType: "output pin"
  cp_max_fo: 5
  worst-endpoint-arrival_ns: 2.14
finish:
  finish.cell_count_without_fillers: 229
  lay_top_cells: "clkdlybuf4s50_1 (17), dfxtp_1 (11), buf_2 (9)"
  fin_area_sq_um: 1340
  syn_to_final_growth_pct: 46.8
  largest_register_ff_count: 11
  lay_top_count: "clkdlybuf4s50_1"
  layout-drive-gt1-share_pct: 23.1
outcome:
  run_status: "finished with violations"
  failed_checks: "setup timing"
## metrics by stage
| step | utilization [%] | setup slack, ns |
|---|---|---|
| after detailed placement | 18.2 | -1.08 |
| after CTS | 18.5 | -0.446 |
| after global routing | 18.6 | -0.480 |
| after floorplan | - | -0.100 |
| final | 18.6 | -0.383 |
| after global placement | 18.2 | -1.04 |
## repair_timing
| action | 4_1_cts | 5_1_grt |
|---|---|---|
| buffers inserted | 3 | 0 |
| endpoints found under the setup margin | 7 | 7 |
| gates cloned | 0 | 0 |
| resized | 50 | 4 |
| pin swaps | 5 | 4 |
## Yosys cell counts, types with 2 or more instances
cell type   n  area [sq um]
o21ai_0     3          15.0
dlxtn_1     7           105
nand2b_1    6          37.5
nor2_1      2          7.51
or4_4       2          22.5
a41oi_1     2          17.5
nor3b_1     2          15.0
nand4bb_1   2          22.5
nand2_1     3          11.3
a22oi_1     2          15.0
dfxtp_1    11           220
nand3b_1    4          30.0
o31ai_1     2          15.0
o211ai_1    2          15.0
clkbuf_1    4          15.0
inv_1       3          11.3
buf_2       2          10.0
a21oi_1     7          35.0
a31oi_1     2          12.5
nor3_1      6          30.0
buf_4      11          82.6
## power by group through the flow
stage / combinational, mW / clock [mW] / sequential (mW)
CTS: 0.103 / 0.194 / 0.234
global route: 0.113 / 0.206 / 0.237
finish: 0.103 / 0.189 / 0.234
## worst max-delay path by stage
stage	from	end	cells after the start
4_1_cts	y[2]	rgb[0]	8
5_1_grt	x[9]	rgb[11]	8
6_report	x[9]	rgb[0]	8
## cell type report
type	instances	area (sq um)
fillers	818	5870
multi-input cells	64	482
repair buffers	41	355
flip-flops and latches	18	325
well taps	99	124
clock buffers	4	45.0
inverters	3	11.3
## critical path, cell delays in order
cell,delay [ns]
clkbuf_2,0.08
or4_4,0.53
a2111oi_4,0.32
nand4b_1,0.22
nor3_4,0.25
buf_6,0.13
buf_6,0.09
buf_6,0.07
## kinds of logic (layout without fill, tap and decap cells)
group | after synthesis | in the layout
compound gates | 26 | 26
xor+xnor | 2 | 2
buf+inv | 20 | 48
flops | 11 | 11
latches | 7 | 7
mux | 2 | 2
simple gates | 34 | 34
## per-layer routing
layer | vias up | part of all wire [%]
met3 | 4 | 11
li1 | 426 | -
met4 | 0 | 1.2
met1 | 364 | 44
met2 | 34 | 44
met5 | - | 0
Power figures rest on the tool's default switching activity, not on a simulated workload.
