### design/flow/config.mk
export PLATFORM = sky130hd
export DESIGN_NAME = high_score_text
export DESIGN_NICKNAME = high_score_text
export VERILOG_FILES = /design/flow/design.v
export SDC_FILE = /design/flow/constraint.sdc
export NUM_CORES = 4
export LEC_CHECK = 1
export CORE_AREA = 10 10 104 104
export DIE_AREA = 0 0 114 114
### design/flow/run.sh
#!/bin/bash
# OpenROAD 26Q1-2900-gdf79404cd8, Yosys 0.63+post, stock flow scripts
make -C /OpenROAD-flow-scripts/flow DESIGN_CONFIG=/design/flow/config.mk WORK_HOME=/design/flow/orfs finish
### design/flow/design.v
`timescale 1ns / 1ps
module ascii_rom_high_score(
    input clk, 
	input wire [10:0] addr,
	output reg [7:0] data
	);
	(* rom_style = "block" *)	 
	reg [10:0] addr_reg;
	always @(posedge clk)
		addr_reg <= addr;
	always @*
		case(addr_reg)
			11'h000: data = 8'b00000000;	 
			11'h001: data = 8'b00000000;	 
			11'h002: data = 8'b00000000;	 
			11'h003: data = 8'b00000000;	 
			11'h004: data = 8'b00000000;	 
			11'h005: data = 8'b00000000;	 
			11'h006: data = 8'b00000000;	 
			11'h007: data = 8'b00000000;	 
			11'h008: data = 8'b00000000;	 
			11'h009: data = 8'b00000000;	 
			11'h00a: data = 8'b00000000;	 
			11'h00b: data = 8'b00000000;	 
			11'h00c: data = 8'b00000000;	 
			11'h00d: data = 8'b00000000;	 
			11'h00e: data = 8'b00000000;	 
			11'h00f: data = 8'b00000000;	 
			11'h010: data = 8'b00000000;	 
			11'h011: data = 8'b00000000;	 
			11'h012: data = 8'b00000000;	 
			11'h013: data = 8'b00000000;	 
			11'h014: data = 8'b00000000;	 
			11'h015: data = 8'b00000000;	 
			11'h016: data = 8'b00000000;	 
			11'h017: data = 8'b00000000;	 
			11'h018: data = 8'b00000000;	 
			11'h019: data = 8'b00000000;	 
			11'h01a: data = 8'b00000000;	 
			11'h01b: data = 8'b00000000;	 
			11'h01c: data = 8'b00000000;	 
			11'h01d: data = 8'b00000000;	 
			11'h01e: data = 8'b00000000;	 
			11'h01f: data = 8'b00000000;	 
			11'h020: data = 8'b00000000;	 
			11'h021: data = 8'b00000000;	 
			11'h022: data = 8'b00000000;	 
			11'h023: data = 8'b00000000;	 
			11'h024: data = 8'b00000000;	 
			11'h025: data = 8'b00000000;	 
			11'h026: data = 8'b00000000;	 
			11'h027: data = 8'b00000000;	 
			11'h028: data = 8'b00000000;	 
			11'h029: data = 8'b00000000;	 
			11'h02a: data = 8'b00000000;	 
			11'h02b: data = 8'b00000000;	 
			11'h02c: data = 8'b00000000;	 
			11'h02d: data = 8'b00000000;	 
			11'h02e: data = 8'b00000000;	 
			11'h02f: data = 8'b00000000;	 
            11'h030: data = 8'b00000000;	 
            11'h031: data = 8'b00000000;	 
            11'h032: data = 8'b11000110;	 
            11'h033: data = 8'b11000110;	 
            11'h034: data = 8'b11000110;	 
            11'h035: data = 8'b11000110;	 
            11'h036: data = 8'b11111110;	 
            11'h037: data = 8'b11111110;	 
            11'h038: data = 8'b11000110;	 
            11'h039: data = 8'b11000110;	 
            11'h03a: data = 8'b11000110;	 
            11'h03b: data = 8'b11000110;	 
            11'h03c: data = 8'b00000000;	 
            11'h03d: data = 8'b00000000;	 
            11'h03e: data = 8'b00000000;	 
            11'h03f: data = 8'b00000000;	 
			11'h040: data = 8'b00000000;	 
			11'h041: data = 8'b00000000;	 
			11'h042: data = 8'b11111110;	 
			11'h043: data = 8'b11111110;	 
			11'h044: data = 8'b00110000;	 
			11'h045: data = 8'b00110000;	 
			11'h046: data = 8'b00110000;	 
			11'h047: data = 8'b00110000;	 
			11'h048: data = 8'b00110000;	 
			11'h049: data = 8'b00110000;	 
			11'h04a: data = 8'b11111110;	 
			11'h04b: data = 8'b11111110;	 
			11'h04c: data = 8'b00000000;	 
			11'h04d: data = 8'b00000000;	 
			11'h04e: data = 8'b00000000;	 
			11'h04f: data = 8'b00000000;	 
			11'h050: data = 8'b00000000;	 
			11'h051: data = 8'b00000000;	 
			11'h052: data = 8'b01111100;	 
			11'h053: data = 8'b11111110;	 
			11'h054: data = 8'b11000000;	 
			11'h055: data = 8'b11000000;	 
			11'h056: data = 8'b11111110;	 
			11'h057: data = 8'b11111110;	 
			11'h058: data = 8'b11000110;	 
			11'h059: data = 8'b11000110;	 
			11'h05a: data = 8'b11111110;	 
			11'h05b: data = 8'b01110110;	 
			11'h05c: data = 8'b00000000;	 
			11'h05d: data = 8'b00000000;	 
			11'h05e: data = 8'b00000000;	 
			11'h05f: data = 8'b00000000;	 
            11'h060: data = 8'b00000000;	 
            11'h061: data = 8'b00000000;	 
            11'h062: data = 8'b11000110;	 
            11'h063: data = 8'b11000110;	 
            11'h064: data = 8'b11000110;	 
            11'h065: data = 8'b11000110;	 
            11'h066: data = 8'b11111110;	 
            11'h067: data = 8'b11111110;	 
            11'h068: data = 8'b11000110;	 
            11'h069: data = 8'b11000110;	 
            11'h06a: data = 8'b11000110;	 
            11'h06b: data = 8'b11000110;	 
            11'h06c: data = 8'b00000000;	 
            11'h06d: data = 8'b00000000;	 
            11'h06e: data = 8'b00000000;	 
            11'h06f: data = 8'b00000000;	 
			11'h070: data = 8'b00000000;	 
			11'h071: data = 8'b00000000;	 
			11'h072: data = 8'b01111100;	 
			11'h073: data = 8'b11111110;	 
			11'h074: data = 8'b11000000;	 
			11'h075: data = 8'b11000000;	 
			11'h076: data = 8'b11111100;	 
			11'h077: data = 8'b01111110;	 
			11'h078: data = 8'b00000110;	 
			11'h079: data = 8'b00000110;	 
			11'h07a: data = 8'b11111110;	 
			11'h07b: data = 8'b01111100;	 
			11'h07c: data = 8'b00000000;	 
			11'h07d: data = 8'b00000000;	 
			11'h07e: data = 8'b00000000;	 
			11'h07f: data = 8'b00000000;	 
			11'h080: data = 8'b00000000;	 
			11'h081: data = 8'b00000000;	 
			11'h082: data = 8'b01111100;	 
			11'h083: data = 8'b11111110;	 
			11'h084: data = 8'b11000000;	 
			11'h085: data = 8'b11000000;	 
			11'h086: data = 8'b11000000;	 
			11'h087: data = 8'b11000000;	 
			11'h088: data = 8'b11000000;	 
			11'h089: data = 8'b11000000;	 
			11'h08a: data = 8'b11111110;	 
			11'h08b: data = 8'b01111100;	 
			11'h08c: data = 8'b00000000;	 
			11'h08d: data = 8'b00000000;	 
			11'h08e: data = 8'b00000000;	 
			11'h08f: data = 8'b00000000;	 
			11'h090: data = 8'b00000000;	 
			11'h091: data = 8'b00000000;	 
			11'h092: data = 8'b01111100;	 
			11'h093: data = 8'b11111110;	 
			11'h094: data = 8'b11000110;	 
			11'h095: data = 8'b11000110;	 
			11'h096: data = 8'b11000110;	 
			11'h097: data = 8'b11000110;	 
			11'h098: data = 8'b11000110;	 
			11'h099: data = 8'b11000110;	 
			11'h09a: data = 8'b11111110;	 
			11'h09b: data = 8'b01111100;	 
			11'h09c: data = 8'b00000000;	 
			11'h09d: data = 8'b00000000;	 
			11'h09e: data = 8'b00000000;	 
			11'h09f: data = 8'b00000000;	 
			11'h0a0: data = 8'b00000000;	 
			11'h0a1: data = 8'b00000000;	 
			11'h0a2: data = 8'b11111100;	 
			11'h0a3: data = 8'b11111110;	 
			11'h0a4: data = 8'b11000110;	 
			11'h0a5: data = 8'b11000110;	 
			11'h0a6: data = 8'b11111110;	 
			11'h0a7: data = 8'b11111100;	 
			11'h0a8: data = 8'b11011000;	 
			11'h0a9: data = 8'b11001100;	 
			11'h0aa: data = 8'b11000110;	 
			11'h0ab: data = 8'b11000110;	 
			11'h0ac: data = 8'b00000000;	 
			11'h0ad: data = 8'b00000000;	 
			11'h0ae: data = 8'b00000000;	 
			11'h0af: data = 8'b00000000;	 
			11'h0b0: data = 8'b00000000;	 
			11'h0b1: data = 8'b00000000;	 
			11'h0b2: data = 8'b11111110;	 
			11'h0b3: data = 8'b11111110;	 
			11'h0b4: data = 8'b11000000;	 
			11'h0b5: data = 8'b11000000;	 
			11'h0b6: data = 8'b11111100;	 
			11'h0b7: data = 8'b11111100;	 
			11'h0b8: data = 8'b11000000;	 
			11'h0b9: data = 8'b11000000;	 
			11'h0ba: data = 8'b11111110;	 
			11'h0bb: data = 8'b11111110;	 
			11'h0bc: data = 8'b00000000;	 
			11'h0bd: data = 8'b00000000;	 
			11'h0be: data = 8'b00000000;	 
			11'h0bf: data = 8'b00000000;	 
			11'h0c0: data = 8'b00000000;	 
			11'h0c1: data = 8'b00000000;	 
			11'h0c2: data = 8'b00000000;	 
			11'h0c3: data = 8'b00000000;	 
			11'h0c4: data = 8'b00000000;	 
			11'h0c5: data = 8'b00000000;	 
			11'h0c6: data = 8'b00000000;	 
			11'h0c7: data = 8'b00000000;	 
			11'h0c8: data = 8'b00000000;	 
			11'h0c9: data = 8'b00000000;	 
			11'h0ca: data = 8'b00000000;	 
			11'h0cb: data = 8'b00000000;	 
			11'h0cc: data = 8'b00000000;	 
			11'h0cd: data = 8'b00000000;	 
			11'h0ce: data = 8'b00000000;	 
			11'h0cf: data = 8'b00000000;	 
		endcase
endmodule
`timescale 1ns / 1ps
module high_score_text(
 input clk,
 input video_on,
 input [9:0] x, y,
 output reg [11:0] rgb
 );
    wire [10:0] rom_addr;            
    wire [6:0] ascii_char;           
    wire [3:0] char_row;             
    wire [2:0] bit_addr;             
    wire [7:0] rom_data;             
    wire ascii_bit, ascii_bit_on;      
    ascii_rom_high_score rom(.clk(clk), .addr(rom_addr), .data(rom_data));
    assign rom_addr = {ascii_char, char_row};    
    assign ascii_bit = rom_data[~bit_addr];      
    assign ascii_char = {2'b00, x[7:3]};    
    assign char_row = y[3:0];                
    assign bit_addr = x[2:0];                
    assign ascii_bit_on = ((x >= 20 && x < 100)  && (y >= 20 && y < 90)) ? ascii_bit : 1'b0;
    always @*
        if(~video_on)
            rgb = 12'h000;       
        else
            if(ascii_bit_on)
                rgb = 12'hFFF;   
            else
                 rgb = 12'h13a;   
endmodule
### design/flow/constraint.sdc
current_design high_score_text

set clk_period 2.0
set clk_io_pct 0.2

create_clock -name clk0 -period $clk_period [get_ports {clk}]

set non_clock_inputs [all_inputs -no_clocks]
set_input_delay [expr $clk_period * $clk_io_pct] -clock clk0 $non_clock_inputs
set_output_delay [expr $clk_period * $clk_io_pct] -clock clk0 [all_outputs]
==> out/qor.log <==
qor: pwr.share_comb_of_total_power 29.1%
qor: yosys.post-synth-top-area-cell dfxtp_1
qor: setup_path.timing_worst_setup_path_type primary input to output port
qor: floorplan.chip_area 13000 um^2
qor: final_layout.fraction_of_layout_cells_with_a_size_suffix_above_1 22.40%
qor: global_routing.number_of_global_route_vias_before_repair 1321
qor: pwr.pwr-share-seq 40.3%
qor: yosys.ys_area 1400 um^2
qor: final_layout.layout.filler_cells 993
qor: drt.drtPass1Iterations 4
qor: clocking.ctsLongestPathBuffers 2
qor: final_timing.untimed_endpoints 7
qor: place.dpl.cell_count 295
qor: pwr.power_leakage 0.0006523 uW
qor: flow_run.stage_log_warnings 26
qor: final_layout.logic_area 969.7 um^2
qor: drt.postRouteWirelength 3814 um
qor: place.place.port_buffers 33
qor: drt.detail_route.antenna_diodes 0
qor: clocking.cts_hold_buffers 0
qor: pwr.internal_power 454.2 uW
qor: yosys.yosys_warnings 2
qor: drt.detail-route-antenna-nets 0
qor: global_routing.maximum_number_of_pins_on_one_net_before_global_route_repair 25
qor: yosys.postSynth.topFlopCell dfxtp_1
qor: drt.wl_per_cell 12.71 um
qor: final_timing.grt_setup_unrepaired yes
qor: yosys.post-synth-top-count-cell buf_4
qor: final_timing.number_of_endpoints_with_negative_hold_slack_in_the_final_report 0
qor: place.dpl-instance-area 1709 um^2
qor: place.globalplace.congestion 0.8948
qor: yosys.synthArstFlopShare 0%
qor: drt.vias 1377
qor: hold_path.worst_hold_path_type primary input to register
qor: yosys.syn_area 1400 um^2
qor: global_routing.number_of_antenna_violations_at_the_first_check_in_global_routing 0
qor: final_timing.setup_ws 0.03586 ns
qor: clocking.ctsHtreeMaxLevel 1
qor: floorplan.fp.dieH 114 um
qor: pwr.netSwitchingPower 197.0 uW
qor: clocking.cts.root.buffer_cell clkbuf_8
qor: pwr.power.share.switching 30.25%
qor: setup_path.critical_path.endpoint_type output port
qor: clocking.cts.clk_slew.worst_paths 0.04 ns
qor: pwr.post-layout-total-power 651.2 uW
qor: final_timing.unclocked_pins 7
qor: yosys.common_cells buf_4, nand3_1, o21ai_0
qor: final_layout.final-instance-count-excl-fill 300
qor: floorplan.die_width 114 um
qor: setup_path.setup.worst_path.start_class primary input
qor: floorplan.floorplan.initialDensity 16.13%
qor: place.dp_hpwl 2913 um
qor: floorplan.ports 34
qor: clocking.tritoncts_clock_tree yes
qor: global_routing.gr-total-overflow 0
qor: final_timing.achievable_clock_frequency 509.1 MHz
qor: drt.dr_vias_cell 4.590
qor: yosys.share_of_the_synthesized_area_in_the_top_cell_type 12.87%
qor: drt.drt_iter0_markers 162
qor: final_timing.worst_slew_pin_slew 0.7218 ns
qor: final_layout.finalInstanceArea 1779 um^2
qor: yosys.count_of_state_elements_after_synthesis 16
qor: pwr.clkPwrFrac 30.6%
qor: final_timing.timing.final.setup_violations 0
qor: yosys.enable_flop_cells 0
qor: clocking.cts_inserted_buffers 3
qor: final_timing.relSlewSlack 51.82%
qor: yosys.synth-cells-yosys 175
qor: final_layout.layout.area.seq 285.3 um^2
qor: floorplan.coreArea 8678 um^2
qor: floorplan.floorplan.rows 34
qor: drt.remaining_drc_errors 0
qor: final_timing.period_minus_slack 1.964 ns
qor: global_routing.global_route_wire_length_before_repair 6354 um
qor: yosys.syn-mean-instance-area 8.001 um^2
qor: yosys.synth.lib_cells_used.distinct 58
qor: yosys.number_of_instances_in_the_synthesized_netlist 175
qor: yosys.topCellsByArea dfxtp_1, buf_4, dlxtn_1
qor: final_timing.final_max_slew_violation_count 0
qor: setup_path.path_max_fanout 6
qor: pwr.p_per_area 366.0 nW/um^2
qor: place.place_ws -0.9618 ns
qor: final_layout.largest_register_ffs 9
qor: final_layout.syn_to_final_growth 27.08%
qor: flow_run.drv_cap 0
qor: setup_path.endpoint_required_time_on_the_critical_path 1.60 ns
qor: run_status.outcome completed
qor: global_routing.overall_global_routing_usage 5.592%
qor: final_timing.period_used_share 98.21%
qor: setup_path.critical_path_arrival 1.56 ns
qor: final_layout.final_util 20.50%
qor: pwr.irDropWorstVdd 237.9 uV
## critical path, cell delays in order
cell,delay (ns)
buf_2,0.11
mux4_2,0.53
o21ai_4,0.22
nor3_4,0.09
buf_6,0.12
buf_6,0.10
## logic make-up (layout without fill, tap and decap cells)
family          Yosys count  count (layout)  share of synthesized area, %
xor+xnor                  1               1                        0.6257
simple gates             75              75                         34.32
mux                       2               2                         2.323
compound gates           51              51                         27.44
latches                   7               7                         7.507
flops                     9               9                         12.87
buf+inv                  30              47                         14.92
## placed cells by master (no fill, tap or decap), types with 4 or more instances in the layout
master and count:
a21oi_1 4, clkdlybuf4s15_1 4, clkdlybuf4s50_1 6, buf_6 8, a31oi_1 5, o211ai_1 4
nor2_1 6, o21ai_0 9, buf_2 5, nor2b_1 9, dlxtn_1 7, nor3_1 4
nand2_1 7, nand2b_1 4, clkbuf_2 6, nand3_1 12, nor4b_1 4, dfxtp_1 9
dlygate4sd2_1 7
## power groups by stage
| stage | registers (uW) | clock network, uW | logic (uW) |
|---|---|---|---|
| finish | 263 | 199 | 189 |
| CTS | 261 | 201 | 184 |
| global route | 268 | 217 | 210 |
## per-stage QoR
stage / hold WS (ns) / TNS [ns]
after floorplan: 0.4277 / 0
after global placement: 0.8566 / -6.375
after detailed placement: 0.8605 / -6.701
after CTS: 0.2977 / 0
after global routing: 0.2682 / -0.06737
final: 0.2721 / 0
## path summary, 6_finish.rpt
kind | start | end | slack [ns] | cells after the start
worst max-delay path | x[0] | rgb[11] | 0.04 | 6
worst min-delay path | y[1] | rom.addr_reg[1]$_DFF_P_ | 0.27 | 1
## area by class of cell
| type | count | share of cell area, % |
|---|---|---|
| well taps | 108 | 7.595 |
| inverters | 4 | 0.8439 |
| repair buffers | 39 | 18.50 |
| flip-flops and latches | 16 | 16.03 |
| multi-input cells | 129 | 54.50 |
| clock buffers | 4 | 2.532 |
## routing by layer
layer / share of wire [%] / up-vias / GRT usage [%]
li1: - / 692 / -
met1: 48 / 620 / 8.374
met2: 40 / 61 / 7.403
met3: 11 / 4 / 2.499
met4: 0.87 / 0 / 0.5013
met5: 0 / - / 0
## what timing repair did
item / 4_1_cts / 5_1_grt
setup buffers: 1 / 0
pin swaps: 10 / 7
endpoints found under the setup margin: 7 / 7
gates resized: 73 / 17
gates cloned: 0 / 0
Power is estimated from default activity; no workload was simulated.
